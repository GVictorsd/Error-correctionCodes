File: design/flow/design.v
	module decoder(
		input datain,clk,
		output data,res);
	reg dataout[15:0];
	reg[3:0] addr;
	reg check;
	wire w1;
	initial
	begin
		addr <= 4'h0;
		check <= 0;
	end
	always@ (posedge clk)
	begin
		dataout[addr] = datain;
		addr = addr + 1;
	end
	xor g1(w1,datain,check);
	always@ (posedge clk)
	begin
		check = w1;
	end
	assign res = (check == dataout[4'hf]) ? 1 : 0;
	endmodule
File: design/flow/config.mk
export PLATFORM = sky130hd
export DESIGN_NAME = decoder
export DESIGN_NICKNAME = decoder
export VERILOG_FILES = /design/flow/design.v
export SDC_FILE = /design/flow/constraint.sdc
export NUM_CORES = 4
export LEC_CHECK = 1
export CORE_AREA = 10 10 70 70
export DIE_AREA = 0 0 80 80
File: design/flow/constraint.sdc
current_design decoder

set clk_period 1.4
set clk_io_pct 0.2

create_clock -name clk0 -period $clk_period [get_ports {clk}]

set non_clock_inputs [all_inputs -no_clocks]
set_input_delay [expr $clk_period * $clk_io_pct] -clock clk0 $non_clock_inputs
set_output_delay [expr $clk_period * $clk_io_pct] -clock clk0 [all_outputs]
File: design/flow/run.sh
#!/bin/bash
# OpenROAD 26Q1-2900-gdf79404cd8, Yosys 0.63+post, stock flow scripts
make -C /OpenROAD-flow-scripts/flow DESIGN_CONFIG=/design/flow/config.mk WORK_HOME=/design/flow/orfs finish
==> results.toml <==
# synthesis and place-and-route metrics
[job]
cap_violations = 0
tool_warnings = 25

[setup_path]
slowest_delay_ns = 0.38
worst_ep_arrival_time_ns = 0.99
critPathMaxFanout = 1
path_class = "reg -> out"
worstPathCellList = "xnor2_1 -> dlygate4sd2_1"
cpMaxStageDelayCell = "edfxtp_1"
worstRegToRegCells = 2
crit_path_start_kind = "flop"
cp-end-kind = "primary output"
required_ns = 1.12

[clock_network]
htreeDepth = 1
clock.latency.late_pin_ns = 0.25
clk_pin_slew_ns = 0.05
cts_root_buffer = "clkbuf_4"
cts-buffers-inserted = 3
clock_sinks = 6
cts_tree = "done"
cts_buffer_depth = 2
cts-hold-fix-buffers = 0

[global_routing]
track_usage = 0.01184
grt_pass1_vias = 124
antenna_found_initial = 0
overflow = 0
grt_pass1_wl_microns = 565
grt_max_degree = 5

[synthesis]
synth.distinct_cells = 10
ys_seq_frac = 0.6341
yosys_cells = 16
syn-instance-count = 16
yosysWarnings = 2
ys_seq_elements = 6
syn_area_sq_um = 205.2
ys_area_sq_um = 205.2
avgSynthCellArea_sq_um = 12.82

[worst_hold_path]
hold_path_depth = 1
hold_path_class = "reg -> reg"

[power]
total_power_uw = 415.5
power_leakage_uw = 0.0001106
peakVddDrop_mv = 0.1832
cellPowerDensity_nw_per_um2 = 1384

[placed_design]
port-buffer-count = 2
place.gp.congestion = 0.6914
dp.cells = 63
hpwlAfterDp_microns = 215.9

[timing]
fin_crit_ns = 1.275
hold_viol_final = 0
clock_skew_ns = 0.009745
fin_crit_sh = 0.9107
rsz0062_at_grt = "false"
finalSetupViolCount = 0
maxSlewViolCount = 0
timing.hold.ws_ns = 0.4025
tns_ns = 0
fmax_ghz = 0.7843

[floorplan]
floorplan.core_area_sq_um = 3416
pin_count = 4
die_y_microns = 80
floorplan.core_util = 0.06007
dieWidth_microns = 80
dieArea_sq_um = 6400
fp-row-count = 21

[routing]
via_count = 111
antenna_cells = 0
drcViolationCount = 0
drtAntennaViolNets = 0
drt_iter0_drc = 3
drtPass1Iterations = 2
wl_per_cell_microns = 4.358
vias_per_cell = 1.657
wirelength_microns = 292

[final_layout]
layout_top_cell = "dfxtp_1"
layout.cells.non_filler = 67
final_util = 0.08791
final_cell_mix = "dfxtp_1, clkbuf_4, xor2_1, xnor2_1"
syn_to_final_growth_pct = 46.34
drive_above_1_share = 0.1905

[run_status]
status = "complete, no violations"
[metal layers]
metal / share of wire / GRT usage
met2: 0.39 / 0.01605
met4: 0 / 0.003521
met3: 0.18 / 0.01591
met5: 0 / 0
met1: 0.43 / 0.01005
[timing repair]
item,4_1_cts,5_1_grt
setup buffers,0,0
endpoints found under the setup margin,1,0
resized,1,0
[cells in the mapped netlist]
master    n  area share
and3_2    1       0.037
edfxtp_1  1        0.15
xor2_1    2       0.085
xnor2_1   2       0.085
buf_4     1       0.037
ha_1      1       0.061
dfxtp_1   5        0.49
nand3_1   1       0.024
conb_1    1       0.018
inv_1     1       0.018
[worst paths after layout]
| path | from | to | slack, ns |
|---|---|---|---|
| setup / recovery | dataout[15] | res | 0.13 |
| hold / removal | addr[0] | addr[0] | 0.40 |
| hold reg to reg | addr[0] | addr[0] | 0.40 |
| setup reg to reg | addr[0] | dataout[15] | 0.42 |
[kinds of logic (layout without fill, tap and decap cells)]
group                      after synthesis  in the layout  synth area share
adders and majority gates                1              1           0.06097
xor gates and xnor gates                 4              4            0.1708
other                                    1              1           0.01828
buffers and inverters                    2              7           0.05487
and+or+nand+nor                          2              2           0.06097
DFF                                      6              6            0.6342
[final cells by class]
cell class / count / area [sq um]
fill: 400 / 3115
sequential: 6 / 130.1
multi-input combinational: 8 / 63.81
tap: 46 / 57.56
clock buffer: 4 / 26.28
timing repair buffer: 2 / 18.77
inverter: 1 / 3.754
[sequential cells by signal, summed over array words and instances, names as in the netlist]
register,cells
addr,4
check,1
dataout,1
[where the power goes]
group	switching, uW	internal [uW]	leakage (uW)
Combinational	8.58	31.4	0.0000460
Clock	62.6	108	0.0000150
Sequential	13.2	192	0.0000496
Total	84.4	331	0.000111
[critical path: cells and delay by family, from the launching register on]
family | cells | cell delay (ns)
xor gates and xnor gates | 1 | 0.13
buffers and inverters | 1 | 0.24
DFF | 1 | 0.38
[stage by stage]
step	worst slack, ns	instance area [sq um]
floorplan	0.4555	205.2
global placement	0.1202	275.3
detailed placement	0.1046	275.3
CTS	0.1046	300.3
global route	0.04712	300.3
finish	0.1250	300.3
No activity file was given, so power comes from the tool's default toggle rates.
